==> flow/design.v <==
module counter_reg(enable, clock, clear, Q);
    input enable, clock, clear;
    output reg  [15:0] Q;
    always @ (posedge clock)
        begin
            if (enable == 1'b1)
                begin
                    Q <= Q + 1;
                end
            else if(clear == 1'b0)
                begin
                    Q = 1'b0;
                end
        end
endmodule
==> flow/run.sh <==
#!/bin/bash
# OpenROAD 26Q1-2900-gdf79404cd8, Yosys 0.63+post, stock flow scripts
make -C /OpenROAD-flow-scripts/flow DESIGN_CONFIG=/design/flow/config.mk WORK_HOME=/design/flow/orfs finish
==> flow/config.mk <==
export PLATFORM = sky130hd
export DESIGN_NAME = counter_reg
export DESIGN_NICKNAME = counter_reg
export VERILOG_FILES = /design/flow/design.v
export SDC_FILE = /design/flow/constraint.sdc
export NUM_CORES = 4
export LEC_CHECK = 1
export CORE_AREA = 10 10 85 85
export DIE_AREA = 0 0 95 95
==> flow/constraint.sdc <==
current_design counter_reg

set clk_period 4.3
set clk_io_pct 0.2

create_clock -name clk0 -period $clk_period [get_ports {clock}]

set non_clock_inputs [all_inputs -no_clocks]
set_input_delay [expr $clk_period * $clk_io_pct] -clock clk0 $non_clock_inputs
set_output_delay [expr $clk_period * $clk_io_pct] -clock clk0 [all_outputs]
==> changes_impl.md <==
## Flow update

- Slowest stage delay, CP: 0.81 ns
- Num rows: 27
- Gpl congestion: 0.716
- Chip area estimate from yosys synthesis: 915 um^2
- Mapped cell area: 915 um^2
- Mapped Cells: 75
- Die area: 9030 um^2
- Max-area cell share: between 50% and 60%
- Max_cap viols: 0
- Critical Path Start Type: input pin
- Sw Share: 21.8%
- First-pass GRT wire length: 3.24 mm
- Routed Antenna Nets: 0
- Total negative setup slack: 0 ns
- Final worst-path cycle share: 57.5%
- Largest net degree at the start of global routing: 20
- Crit Path Class: input pin to flop
- Hold Violations, Final: 0
- CTS clock-pin slew for the worst setup and hold paths: 0.05 ns
- CP Cell Sequence: clkdlybuf4s50_1 > nand2b_1
- Slew HR: 50.7%
- Synth Register Bits: 16
- H-Tree Level Count: 1
- Max IR drop VDD: about 0.00016 V
- Routed WL per cell: 12.0 um
- DRC viols: 0
- Top cells by area: edfxtp_1 53%, and2_1 8.2%, xor2_1 6.7%
- Clock latency on the worst-skew pair: between 0.2 and 0.25 ns
- Status: finished, final reports clean
- Mapped Avg Cell Area: between 10 and 15 um^2
- 1st-iter DRT viols: 44
- Final setup vio count: 0
- IO Pins: 19
- CTS Sinks: 16
- Detailed Route WL: 2.01 mm
- Ys Warns: 1
- Static Leak: 0.456 nW
- Power Density: roughly 300 nW/um^2
- Hold slack: 0.670 ns
- Cells in synth_stat.txt: 75
- Switching power: 0.0795 mW
- Critical Path AT: 2.34 ns
- Overall Power: ~0.37 mW
- Root Buffer: clkbuf_8
- Via count: 619
- Core Util at FP: 16.7%
- Pre-antenna DRT Iters: 5
- Post-CTS Resized: 0
- Internal power: 0.286 mW
- Worst path top cell family by delay: buffers and inverters
- Max reg flops: 16
- # port buffers: 18
- WP data required: ~4.2 ns
- Vias in the first global route: 622
- Die X: approximately 95 um
- RSZ-0062 raised after global routing: no
- Final Max Tran Viols: 0
- Ant diodes: 0
- Layout cell share with drive strength beyond 1: 10.5%
- Largest Register: Q
- Die height: approximately 95 um
- Worst hold path type: flop to flop
- Distinct lib cells: 23
- CTS buffer count: 3
- Fin crit period: 2.47 ns
- Initial antenna violation count: 0
- CTS tree: yes
- Worst-path fanout max: 19
- Worst path bufs/invs: 1
- Post-DP HPWL: 1.50 mm
- Combinational Power Share: 14.9%
- Sequential Power Share: between 50% and 60%
- CTS Hold Buffers Added: 0
- GR Overflow Total: 0
- Fmax: between 0.4 and 0.5 GHz
- Clock Tree Buf Depth: 2
- Critical path's slowest cell: clkdlybuf4s50_1
- Layout area overhead: 33.7%
- Clk pwr share: about 29%
- Sequential area share after synthesis: 52.5%
- Worst Skew: 0.000154 ns
- Top Registers: Q x16
- Placeable core area: 5470 um^2
- CP Capture Type: flop
- Tally of OpenROAD warnings: 25
- Synth area leader: edfxtp_1
- Via-per-instance ratio: between 3 and 4
- Post-CTS Setup Inserts: 0
- Least-Margin Pin Slew: 0.739 ns
- Global Route Usage Sum: under 10%
-- cells by family after synthesis --
kind of cell	after synthesis	share of synthesized area [%]
muxes	2	2.19
and+or+nand+nor	38	30.0
DFF	16	52.5
xor gates and xnor gates	11	10.5
AOI/OAI and AO/OA	2	1.37
adders and majority gates	1	1.37
buffers and inverters	5	2.05
-- stage by stage --
| step | utilization, % | instances | instance area [um^2] | setup WS, ns |
|---|---|---|---|---|
| after floorplan | - | 75 | 915 | 2.63 |
| after global placement | 21.6 | 164 | 1180 | 1.69 |
| after detailed placement | 21.6 | 164 | 1180 | 1.58 |
| after CTS | 22.3 | 167 | 1220 | 1.83 |
| after global routing | 22.3 | 167 | 1220 | 1.69 |
| final | 22.3 | 167 | 1220 | 1.83 |
-- placed cells by master (no fill, tap or decap) --
cell,instances
xnor2_1,4
nor4b_2,1
and3_1,1
xor2_1,7
nor3_1,2
nand4_2,2
nand3_1,5
o21ai_0,1
nand2_1,4
nor2b_1,1
nand3_4,1
or3_1,1
nor2_1,2
edfxtp_1,16
nand2b_1,3
and2_1,12
a21boi_1,1
inv_1,4
ha_1,1
mux2i_1,2
clkdlybuf4s50_1,18
clkbuf_8,3
nor4_4,1
nor4_2,2
-- power groups by stage --
stage / logic (mW) / registers (mW) / clock network [mW]
6_report: 0.0545 / 0.206 / 0.105
5_1_grt: 0.0611 / 0.209 / 0.116
4_1_cts: 0.0564 / 0.207 / 0.109
-- path summary, 6_finish.rpt --
check / from / to / slack, ns / cells after the start
setup / recovery: enable / Q[8] / 1.83 / 2
hold / removal: Q[15] / Q[15] / 0.67 / 2
setup reg to reg: Q[0] / Q[14] / 2.48 / 5
hold reg to reg: Q[15] / Q[15] / 0.67 / 2
-- metal layers --
| metal | part of all wire [%] | track usage (%) |
|---|---|---|
| met5 | 0 | 0 |
| met4 | 0 | 0.249 |
| met3 | 6.5 | 1.28 |
| met2 | 42 | 6.29 |
| met1 | 52 | 6.90 |
-- Yosys cell counts --
master     n
and2_1    12
xnor2_1    4
a21boi_1   1
nor3_1     2
edfxtp_1  16
nand2_1    4
nor4_2     2
or3_1      1
nor4b_2    1
nor4_4     1
mux2i_1    2
nand3_1    5
inv_1      4
nor2b_1    1
o21ai_0    1
nand3_4    1
nor2_1     2
ha_1       1
clkbuf_1   1
nand4_2    2
xor2_1     7
and3_1     1
nand2b_1   3
-- layout make-up --
class                           count  area [um^2]
Clock buffer                        3         41.3
Fill cell                         590         4250
Inverter                            4         15.0
Multi-Input combinational cell     54          415
Sequential cell                    16          480
Tap cell                           72         90.1
Timing Repair Buffer               18          180
Power figures rest on the tool's default switching activity, not on a simulated workload.
