**flow/design.v**
```verilog
module part1(SW, HEX1, HEX0);
    input [7:0] SW;
    output [6:0] HEX1, HEX0;
    disp_4bit7seg U0 (SW[7:4], HEX1);
    disp_4bit7seg U1 (SW[3:0], HEX0);
endmodule  
module disp_4bit7seg(X, M);
    input [3:0] X;
    output [6:0] M;
    assign M[0] = (~X[3]&~X[2]&~X[1]&X[0]) | (X[2]&~X[1]&~X[0]);
    assign M[1] = (X[2]&~X[1]&X[0]) | (X[2]&X[1]&~X[0]);
    assign M[2] = ~X[3]&~X[2]&X[1]&~X[0];
    assign M[3] = (X[2]&~X[1]&~X[0]) | (~X[3]&~X[2]&~X[1]&X[0]) | (X[2]&X[1]&X[0]);
    assign M[4] = X[0] | (X[2]&~X[1]&~X[0]);
    assign M[5] = (~X[2]&X[1]) | (X[2]&X[1]&X[0]) | (~X[3]&~X[2]&~X[1]&X[0]);
    assign M[6] = (~X[3]&~X[2]&~X[1]) | (X[2]&X[1]&X[0]);
endmodule  
```
**flow/run.sh**
```bash
#!/bin/bash
# OpenROAD 26Q1-2900-gdf79404cd8, Yosys 0.63+post, stock flow scripts
make -C /OpenROAD-flow-scripts/flow DESIGN_CONFIG=/design/flow/config.mk WORK_HOME=/design/flow/orfs finish
```
**flow/config.mk**
```make
export PLATFORM = sky130hd
export DESIGN_NAME = part1
export DESIGN_NICKNAME = part1
export VERILOG_FILES = /design/flow/design.v
export SDC_FILE = /design/flow/constraint.sdc
export NUM_CORES = 4
export LEC_CHECK = 1
export CORE_AREA = 10 10 70 70
export DIE_AREA = 0 0 80 80
```
**flow/constraint.sdc**
```tcl
current_design part1

set clk_period 1.4
set clk_io_pct 0.2

create_clock -name clk0 -period $clk_period

set non_clock_inputs [all_inputs -no_clocks]
set_input_delay [expr $clk_period * $clk_io_pct] -clock clk0 $non_clock_inputs
set_output_delay [expr $clk_period * $clk_io_pct] -clock clk0 [all_outputs]
```
==> results.toml <==
# implementation run metrics
[cells_and_area]
synthToLayoutAreaGrowth_pct = 133
layout.cells.non_filler = 105
final_layout_top_logic_cells = "12 x dlygate4sd2_1, 7 x buf_4, 6 x buf_6"
drive_above_1_share_pct = 37.3
finalCoreUtilization_pct = 15.3
lay_top_count = "dlygate4sd2_1"
seqCellArea_sq_um = 0
filler_cell_count = 402
design.seq.count = 0
finalInstanceArea_sq_um = 524
clockBufferCount = 0

[timing]
setup_tns_ns = 0
worstMarginPinSlew_ns = 0.217
report.final.setup_viol = 0
final_min_period_over_clock_period_pct = 96.0
finalWorstPathRequiredPeriod_ns = 1.34
finalHoldViolCount = 0
unrepaired_setup_endpoints_after_global_routing = "no"
slew_limit_headroom_pct = 85.4
clock.fmax_ghz = 0.744
final_max_slew_viol_count = 0

[floorplanning]
die_area_sq_um = 6400
num_io_pins = 22
row_count = 21
floorplanUtilization_pct = 6.59
die_height_um = 80
overall_die_width_um = 80
core_area_sq_um = 3420

[critical_path]
critical-path-top-delay-family = "buffers and inverters"
crit_chain = "buf_6 -> inv_1 -> a21o_1 -> clkdlybuf4s50_1"
cp.arrival_ns = 1.06
cp_data_required_time_ns = 1.12
setup.worst_path.class = "in -> out"
cp-start-kind = "primary input"
timing.critical_path.to_type = "output pin"
critical_path.max_fanout = 7
timing.critical_path.slowest_cell_delay_ns = 0.47
timing.critical_path.slowest_stage_cell = "clkdlybuf4s50_1"
cp_num_buf_inv = 3

[pwr]
worst_ir_drop_vdd_mv = 0.0711
leakage_nw = 0.258
power_density_nw_per_um2 = 260
total_power_mw = 0.137

[yosys]
mappedNetlistArea_sq_um = 225
ys_chip_area_sq_um = 225
synth.lib_cells_used.distinct = 20
synth-cells-yosys = 34
seq_area_frac_synth_pct = 0
ys_warn_count = 0
post_synthesis_area_per_instance_sq_um = 6.62
synthCells = 34

[placement]
globalplace.congestion = 0.698
hpwl_reported_at_the_end_of_detailed_placement_um = 778
io_buffer_count = 22
placed_cells = 103
placed_area_sq_um = 508

[job]
drv.max_cap_violation_count = 0
tool_warning_count = 32

[detailed_routing]
drt_iter0_drc = 5
drc = 0
vias = 319
route.antenna.remaining_nets = 0
routed_wl_um = 909
post_drt_via_cell_ratio = 3.04
detail_route.wl_per_cell_um = 8.66
antenna_cells_inserted = 0
first_pass_iters = 4

[global_routing]
grt_antenna_before_repair = 0
gr-total-overflow = 0
first_global_vias = 307
grt_max_degree = 9
global_route.usage.total_pct = 2.66
global_route_wire_length_before_repair_um = 1450

[status]
run_status = "complete, no violations"

[hold_path]
min_path_type = "in -> out"
-- cells by family after synthesis --
kind of cell | Yosys count | share of synthesized area [%]
buffers and inverters | 8 | 21.1
muxes | 2 | 8.89
and+or+nand+nor | 12 | 32.8
AOI/OAI and AO/OA | 10 | 29.4
xor gates and xnor gates | 2 | 7.78
-- power by group --
part / internal [mW] / switching [mW] / total, mW
clock network: 0 / 0 / 0
logic: 0.0851 / 0.0514 / 0.137
registers: 0 / 0 / 0
-- through the flow --
step | setup slack, ns | hold WS (ns)
after floorplan | 0.378 | 0.573
after global placement | -0.673 | 1.51
after detailed placement | -0.711 | 1.51
after CTS | 0.000887 | 0.902
after global routing | 0.00107 | 0.910
final | 0.0553 | 0.896
-- routing by layer --
layer	up-vias	GRT usage (%)	part of all wire [%]
li1	168	-	-
met4	0	0	0
met3	0	1.48	14
met5	-	0	0
met2	11	4.25	44
met1	140	3.24	42
-- cell type report --
cell class | instances | area, sq um | share of cell area, %
repair buffers | 29 | 255 | 48.7
well taps | 46 | 57.6 | 11.0
inverters | 4 | 15.0 | 2.86
multi-input cells | 26 | 196 | 37.5
-- synth_stat cells, drive strengths merged --
cell type	count	area (sq um)
nor2	5	18.8
buf	4	32.5
inv	4	15.0
o21ai	3	15.0
a31o	2	17.5
and2	2	13.8
mux2i	2	20.0
nor4	2	12.5
xor2	2	17.5
a21boi	1	7.51
a21o	1	7.51
a21oi	1	5.00
and2b	1	7.51
nand3	1	5.00
nor3	1	16.3
o22ai	1	6.26
o31ai	1	7.51
-- tightest hold or removal path, stage by stage --
cell and delay, ns:
buf_6 0.07, nor4_1 0.03, dlygate4sd2_1 0.23
-- final timing paths --
| path | startpoint | to | slack (ns) | cells after the start |
|---|---|---|---|---|
| max | SW[1] | HEX0[4] | 0.06 | 4 |
| min | SW[7] | HEX1[2] | 0.90 | 3 |
-- repair_timing --
item	in CTS	in global routing
gates resized	64	2
endpoints found under the setup margin	14	3
pin swaps	9	2
setup buffers	2	1
gates cloned	0	0
hold buffers	0	0
No activity file was given, so power comes from the tool's default toggle rates.
